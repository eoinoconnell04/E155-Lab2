### flow/run.sh
#!/bin/bash
# OpenROAD 26Q1-2900-gdf79404cd8, Yosys 0.63+post, stock flow scripts
make -C /OpenROAD-flow-scripts/flow DESIGN_CONFIG=/design/flow/config.mk WORK_HOME=/design/flow/orfs finish
### flow/config.mk
export PLATFORM = sky130hd
export DESIGN_NAME = time_mux_seven_segment_decoder
export DESIGN_NICKNAME = time_mux_seven_segment_decoder
export VERILOG_FILES = /design/flow/design.v
export SDC_FILE = /design/flow/constraint.sdc
export NUM_CORES = 4
export LEC_CHECK = 1
export CORE_UTILIZATION = 50
### flow/constraint.sdc
current_design time_mux_seven_segment_decoder

set clk_period 6.9
set clk_io_pct 0.2

create_clock -name clk0 -period $clk_period [get_ports {clk}]

set non_clock_inputs [all_inputs -no_clocks]
set_input_delay [expr $clk_period * $clk_io_pct] -clock clk0 $non_clock_inputs
set_output_delay [expr $clk_period * $clk_io_pct] -clock clk0 [all_outputs]
### flow/design.v
module time_mux_seven_segment_decoder (
    input logic clk,                 
    input logic rst_n,               
    input logic [3:0] input_1,       
    input logic [3:0] input_2,       
    output logic [6:0] seg1,         
    output logic [6:0] seg2,         
    output logic an1,                
    output logic an2                 
);
    logic mux_select;    
    logic [6:0] seg_decoded_1, seg_decoded_2;   
    logic [31:0] counter;    
    parameter MAX_COUNT = 50000000;   
    function [6:0] seven_segment_decoder(input logic [3:0] bin);
        case (bin)
            4'b0000: seven_segment_decoder = 7'b1111110;  
            4'b0001: seven_segment_decoder = 7'b0110000;  
            4'b0010: seven_segment_decoder = 7'b1101101;  
            4'b0011: seven_segment_decoder = 7'b1111001;  
            4'b0100: seven_segment_decoder = 7'b0110011;  
            4'b0101: seven_segment_decoder = 7'b1011011;  
            4'b0110: seven_segment_decoder = 7'b1011111;  
            4'b0111: seven_segment_decoder = 7'b1110000;  
            4'b1000: seven_segment_decoder = 7'b1111111;  
            4'b1001: seven_segment_decoder = 7'b1111011;  
            4'b1010: seven_segment_decoder = 7'b1110111;  
            4'b1011: seven_segment_decoder = 7'b0011111;  
            4'b1100: seven_segment_decoder = 7'b1001110;  
            4'b1101: seven_segment_decoder = 7'b0111101;  
            4'b1110: seven_segment_decoder = 7'b1001111;  
            4'b1111: seven_segment_decoder = 7'b1000111;  
            default: seven_segment_decoder = 7'b0000000;  
        endcase
    endfunction
    always_ff @(posedge clk or negedge rst_n) begin
        if (~rst_n) begin
            mux_select <= 1'b0;   
        end else begin
            if (counter == MAX_COUNT) begin
                mux_select <= ~mux_select;   
                counter <= 32'b0;   
            end else begin
                counter <= counter + 1;   
            end
        end
    end
    assign seg_decoded_1 = seven_segment_decoder(input_1);
    assign seg_decoded_2 = seven_segment_decoder(input_2);
    always_ff @(posedge clk or negedge rst_n) begin
        if (~rst_n) begin
            seg1 <= 7'b0000000;
            seg2 <= 7'b0000000;
            an1 <= 1'b1;   
            an2 <= 1'b1;   
        end else begin
            if (mux_select) begin
                seg1 <= 7'b0000000;   
                seg2 <= seg_decoded_2;   
                an1 <= 1'b1;   
                an2 <= 1'b0;   
            end else begin
                seg1 <= seg_decoded_1;   
                seg2 <= 7'b0000000;   
                an1 <= 1'b0;   
                an2 <= 1'b1;   
            end
        end
    end
endmodule
==> impl_metrics.toml <==
# physical design summary
[clocking]
clock-root-buffer = "clkbuf_8"
cts_setup_buffers = 0
cts_sinks = 49
cts_tree = "done"
htree_levels = 2
post_cts_resized = 0
clk_latency_ns = 0.30
hold_buffers = 0
max-clock-path-buffers = 2
cts_buffers = 5
path_clk_slew_ns = 0.09

[final_timing]
finalCriticalPeriod_ns = 2.69
rsz0062_at_grt = "no"
period_used_pct = 39.0
slew_headroom_pct = 59.3
slew_viol_final = 0
finalHoldWorstSlack_ns = 0.572
setup_tns_ns = 0
clock-skew-final_ns = 0.00321
hold_viol_final = 0
setup_viol = 0
worst_pin_slew_ns = 0.610
max_freq_mhz = 371

[cells_and_area]
drive_gt1_share_pct = 8.66
lay_top_count = "edfxtp_1"
final_cell_mix = "edfxtp_1 (32), clkdlybuf4s50_1 (24), nor2_1 (23)"
syn2layout_area_growth_pct = 17.4
stdcell_area_um2 = 3150

[synth]
synthFlopType = "edfxtp_1"
ys_sh_aoi_pct = 8.54
ys_types = 45
ys_ff = 49
yosysChipArea_um2 = 2680
top_cell_area_share_pct = 35.8
syn_inst = 245
top_logic_kind = "simple AND/OR/NAND/NOR gates"
postSynthSeqShare_pct = 51.8
top_cells_by_area = "edfxtp_1 (36%), dfrtp_1 (14%), ha_1 (6.5%)"
yosys_warnings = 1
synth-edff-count = 32
simple_gate_share_pct = 20.4
post_synth_mux_area_share_pct = 1.96
top_area_cell = "edfxtp_1"
ys_sh_xor_pct = 8.16
yosys_cells = 245
syn_area_um2 = 2680
syn_avg_cell_area_um2 = 10.9
adder_share_pct = 6.53
synth-async-reset-ratio_pct = 34.7

[run]
max-cap-violations = 0
warnings = 37

[drt]
postRouteAntennaNets = 0
drt_iter0_drc = 103
via_count = 1867
antenna_cells_inserted = 0
drt_first_pass_iters = 4
via_per_inst = 5.38
drc = 0
routed.top_layer = "met4"
route.met3.wl_um = 161
totalWireLength_mm = 4.61
wl_met2_mm = 2.17
wl_met1_mm = 2.22
wire_per_inst_um = 13.3

[critical_path]
critPathMostFrequentCell = "inv_1"
critPathRequiredTime_ns = 7.13
cpMaxStageDelayCell = "clkdlybuf4s50_1"
slowest_delay_ns = 0.57
cp-end-kind = "flip-flop"
path_cells = "clkdlybuf4s50_1 -> inv_1 -> ha_1 -> inv_1 -> mux4_2 -> nor2_1"
critical_path_arrival_ns = 2.92
crit_fanout = 6
critPathLaunchType = "primary input"
path_class = "in -> reg"

[grt]
grt_pass1_vias = 1698
antenna_found_initial = 0
grt_use_total_pct = 18.5
grt_max_degree = 50
grt_pass1_wl_mm = 7.68
gr-total-overflow = 0

[min_path]
hold_class = "reg -> reg"

[placed_design]
dp_hpwl_mm = 3.18
io_buffers = 25
gp_congestion = 0.818
place_area_um2 = 3020

[floorplanning]
ios = 26
fp_util_pct = 52.2
die_width_um = 75.2
fp.dieH_um = 75.2
chip_area_um2 = 5660
core-area_um2 = 5140
row_count = 26

[pwr]
total_power_uw = 633
power.density_nw_per_um2 = 201
leakagePower_uw = 0.00121
ir_drop_mv = 0.111

[status]
status = "finished, final reports clean"
stage by stage:
stage               setup slack (ns)  utilization (%)  instances
finish                          4.21             61.2        347
global route                    4.12             61.2        347
CTS                             4.20             61.2        347
detailed placement              3.88             58.7        339
global placement                3.94             58.7        339
floorplan                       4.55                -        245
metal layers:
metal  vias up  GRT usage (%)
met5         -              0
met3         6           3.12
met1       880           29.8
li1        951              -
met4         0           1.85
met2        30           29.5
final timing paths:
check / from / endpoint / slack (ns) / cells past startpoint
max in group asynchronous: rst_n / seg1[1] / 5.32 / 2
max reg2reg: counter[28] / counter[23] / 4.74 / 5
min: mux_select / an1 / 0.57 / 0
max: input_1[1] / seg1[3] / 4.21 / 6
min in group asynchronous: rst_n / seg2[0] / 1.17 / 2
min reg2reg: mux_select / an1 / 0.57 / 0
critical path, delay by kind of cell:
family / cells / cell delay [ns]
mux: 1 / 0.44
buf+inv: 3 / 0.73
fa+ha+maj: 1 / 0.29
simple gates: 1 / 0.09
report_power, final:
group	switching, uW	internal (uW)	total [uW]
clock network	95.0	129	224
logic	30.6	29.2	59.8
registers	15.4	333	348
total	141	491	632
kinds of logic after synthesis:
kind of cell	Yosys count
XOR/XNOR	25
buffers and inverters	19
adder cells (fa/ha/maj)	14
flip-flops	49
AND-OR/OR-AND	35
multiplexers	4
AND/OR/NAND/NOR	99
synth_stat cells, types with 2 or more instances:
cell type	instances
a21oi_1	6
clkbuf_1	3
o31ai_1	2
inv_1	13
nor4_1	4
nor2_1	23
edfxtp_1	32
ha_1	14
xnor2_1	13
dfstp_2	2
a211oi_1	6
mux2i_1	3
nor4b_1	2
nand2_1	20
dfrtp_1	15
and3_1	2
a21o_1	2
nand4_1	6
a21boi_0	2
xor2_1	12
nor2b_1	2
o21ai_0	9
a31oi_1	3
a311oi_1	3
clkinv_1	3
nand3_1	15
nor3_1	10
state kept, by name (all words and copies together) (netlist names):
| name | flops |
|---|---|
| mux_select | 1 |
| seg1 | 7 |
| an2 | 1 |
| an1 | 1 |
| counter | 32 |
| seg2 | 7 |
layout make-up:
type | instances | area [um2]
fillers | 452 | 1990
flip-flops and latches | 49 | 1390
multi-input cells | 177 | 1220
repair buffers | 27 | 260
clock buffers | 6 | 93.8
well taps | 70 | 87.6
inverters | 16 | 60.1
clock inverters | 2 | 35.0
