==> flow/run.sh <==
#!/bin/bash
# OpenROAD 26Q1-2900-gdf79404cd8, Yosys 0.63+post, stock flow scripts
make -C /OpenROAD-flow-scripts/flow DESIGN_CONFIG=/design/flow/config.mk WORK_HOME=/design/flow/orfs finish
==> flow/config.mk <==
export PLATFORM = sky130hd
export DESIGN_NAME = display
export DESIGN_NICKNAME = display
export VERILOG_FILES = /design/flow/design.v
export SDC_FILE = /design/flow/constraint.sdc
export NUM_CORES = 4
export LEC_CHECK = 1
export CORE_AREA = 10 10 70 70
export DIE_AREA = 0 0 80 80
==> flow/constraint.sdc <==
current_design display

set clk_period 1.1
set clk_io_pct 0.2

create_clock -name clk0 -period $clk_period

set non_clock_inputs [all_inputs -no_clocks]
set_input_delay [expr $clk_period * $clk_io_pct] -clock clk0 $non_clock_inputs
set_output_delay [expr $clk_period * $clk_io_pct] -clock clk0 [all_outputs]
==> flow/design.v <==
module display(
    input  logic [3:0] s,
    output logic [6:0] seg
);
    always_comb begin
        case(s)
            4'b0000 : seg = 7'b1000000;  
            4'b0001 : seg = 7'b1111001;  
            4'b0010 : seg = 7'b0100100;  
            4'b0011 : seg = 7'b0110000;  
            4'b0100 : seg = 7'b0011001;  
            4'b0101 : seg = 7'b0010010;  
            4'b0110 : seg = 7'b0000010;  
            4'b0111 : seg = 7'b1111000;  
            4'b1000 : seg = 7'b0000000;  
            4'b1001 : seg = 7'b0011000;  
            4'b1010 : seg = 7'b0001000;  
            4'b1011 : seg = 7'b0000011;  
            4'b1100 : seg = 7'b1000110;  
            4'b1101 : seg = 7'b0100001;  
            4'b1110 : seg = 7'b0000110;  
            4'b1111 : seg = 7'b0001110;  
            default: seg = 7'b1111111;  
        endcase
    end
endmodule
==> Changelog: implementation <==
### Metrics

* Pwr/cell area at 364 nW/µm²
* Pleak at 0.000274 µW
* Sequential cell count at 0
* Post-route ant nets at 0
* Non-Filler Instances at 102
* Fin crit period at 1390 ps
* Slew margin rel. at 85.0%
* Arr. time, crit path at 1170 ps
* Port buffer count at 11
* Family with the most delay on the worst path: buffers and inverters
* Placement Setup Slack at -1140 ps
* Gate Count Post-Synth at 34
* MaxCap Viol Count at 0
* Final hold viol count at 0
* Layout Area Growth over Synthesis at 152%
* 1st-iter DRT viols at 2
* Status: finished, violations left
* Avg WL per Cell at 10.8 µm
* Setup ws final at -286 ps
* Yosys stat area at 255 µm²
* Number of distinct library cells after synthesis at 19
* Fmax at 722 MHz
* Worst hold slack at 890 ps
* Die boundary width at 80 µm
* Fin crit share at 126%
* Die area at 6400 µm²
* Gr usage total at 3.30%
* Fillcell total at 387
* CP Class: in -> out
* OpenROAD warning count at 40
* Die Y at 80 µm
* Failing checks: setup timing
* Max-slew violation count at 0
* Vias in the first global route at 375
* Setup Viol. Count Final at 7
* Placed Instance Area at 465 µm²
* Post-route DRC at 0
* Max incr delay on CP at 250 ps
* Hold crit path type: in -> out
* Largest net degree at the start of global routing at 9
* Vias at 328
* CORE AREA at 3420 µm²
* Cell Area, Synth at 255 µm²
* CP Launch Type: input pin
* Clkbuf count at 0
* GRT overflow at 0
* Global-route wire length before repair at 1750 µm
* Sequential-to-total area share from yosys stat at 0%
* Warnings from Yosys at 1
* Worst slew pin tran at 223 ps
* Max IR drop VDD at 0.208 mV
* Share of layout cells above drive strength 1 at 80.4%
* ANT cells at 0
* Rows at 21
* Post-DP HPWL at 709 µm
* Critical Path RT at 880 ps
* Buf+Inv Stages, Crit Path at 3
* Final Power at 234 µW
* Crit. End Element: primary output
* Cells along the critical path: buf_12, buf_8, ha_4, mux2_2, a22o_1, buf_2
* WL final at 1110 µm
* Via density at 3.22
* Initial antenna violation count at 0
* Crit-path max FO at 3
* Fp_density at 7.47%
* Ys cells at 34
* Final instance area at 643 µm²
* Worst path slowest cell: mux2_2
* # IOs at 11
* Cells after DPL at 95
* DR pass1 iterations at 3
* Register area at 0 µm²
* RD Place Congestion at 0.776
* Unrepaired setup endpoints after global routing: true
* Average size of a mapped cell at 7.51 µm²
per-layer routing:
metal / wire length (µm) / global-route usage, % / vias to the layer above
li1: - / - / 166
met5: 0 / 0 / -
met4: 0 / 0 / 0
met2: 418 / 4.90 / 11
met1: 609 / 4.75 / 151
met3: 78 / 1.14 / 0
synthesized netlist by cell type:
library cell / number / area [µm²]
mux2_2: 1 / 11.3
ha_1: 6 / 75.1
nor2_1: 3 / 11.3
a32o_1: 1 / 10.0
a22o_1: 2 / 17.5
nand3_1: 1 / 5.00
inv_1: 3 / 11.3
o22ai_1: 1 / 6.26
o21ai_0: 3 / 15.0
nor2_2: 1 / 6.26
nor2b_1: 1 / 6.26
o21ai_1: 1 / 5.00
a21oi_1: 1 / 5.00
clkbuf_1: 1 / 3.75
buf_6: 1 / 11.3
nand2_1: 1 / 3.75
mux2i_1: 3 / 30.0
or3b_1: 1 / 8.76
nand2b_1: 2 / 12.5
final timing paths:
kind,from,depth (start not counted),to
min,s[3],4,seg[2]
max,s[0],6,seg[6]
cells by family after synthesis:
logic type      share of synthesized area [%]
buf+inv                                  10.3
simple gates                             21.1
fa+ha+maj                                29.4
mux                                      16.2
compound gates                           23.0
cell type report:
| class | instances | area [µm²] | share of cell area [%] |
|---|---|---|---|
| multi-input cells | 29 | 349 | 54.3 |
| repair buffers | 24 | 213 | 33.1 |
| well taps | 46 | 57.6 | 8.95 |
| inverters | 3 | 23.8 | 3.70 |
placed cells by master, fill, tap and decap left out, drive strengths merged:
cell,n
a21oi,1
a22o,2
a32o,1
buf,21
clkbuf,1
clkdlybuf4s15,1
dlygate4sd2,1
ha,6
inv,3
mux2,1
mux2i,3
nand2,1
nand2b,2
nand3,1
nor2,4
nor2b,1
o21ai,4
o22ai,1
or3b,1
through the flow:
step | setup TNS, ps | util [%]
finish | -1330 | 18.8
detailed placement | -7530 | 13.6
global placement | -7300 | 13.6
global route | -1590 | 18.8
CTS | -1640 | 17.8
floorplan | -3.18 | -
timing repair:
action	in CTS	in global routing
hold buffers	0	0
setup buffers	5	1
resized	64	15
cloned	1	0
pin swaps	7	9
endpoints found under the setup margin	7	7
tightest hold or removal path, stage by stage:
cell and delay, ps:
buf_4 140, nor2_4 80, a22o_1 130, clkbuf_2 90
power by group:
group / internal (µW) / switching (µW) / total [µW] / leakage (µW)
logic: 133 / 101 / 234 / 0.000274
registers: 0 / 0 / 0 / 0
clock network: 0 / 0 / 0 / 0
No activity file was given, so power comes from the tool's default toggle rates.
